`flow/design.v`:
```
module ALU(
	input [3:0] iA,
	input [3:0] iB,
	input clk,
	input [3:0] opCode,
	output [4:0] status,  
	output [3:0] result 
	);
reg [4:0] resultado_D;  
reg [4:0] resultado_Q;
reg [4:0] flag_D;
reg [4:0] flag_Q;
assign result = resultado_Q [3:0];
assign status = flag_Q;
always @*
 begin
 if((resultado_D[2:0] <= 3'b111)&&(flag_D[2] == 1)) 
	begin
		flag_D[0]=1;
	end
 else
	begin
		flag_D[0]=0;
	end
 if(resultado_D[3] == 1) 
	begin
		flag_D[1]=1;
	end
 else
	begin
		flag_D[1]=0;
	end
 if((resultado_D[4] == 1)) 
	begin 
		flag_D[2]=1;
	end
 else
	begin
		flag_D[2]=0;
   end
 if(resultado_D[3:0] == 0) 
	begin
		flag_D[3]=1;
	end
 else
	begin
		flag_D[3]=0;
	end
 if(resultado_D[3] ^ resultado_D[2] ^ resultado_D[1] ^  resultado_D[0]) 
	begin
		flag_D[4]=1;
	end
 else 
	begin
		flag_D[4]=0; 
	end
	case(opCode)
		4'b0001: resultado_D = (iA + iB); 			  
		4'b0010: resultado_D = (iA - iB); 			  
		4'b0011: resultado_D = (iA & iB);			  
		4'b0100: resultado_D = (iA | iB);			  
		4'b0101: resultado_D = ~(iA); 				  
		4'b0110: resultado_D = (iA ^ iB); 			  
		4'b0111: resultado_D = ~iA;					  
		4'b1000: resultado_D = ((~iA)+1); 			  
		4'b1001: resultado_D = iA << 1;				  
		4'b1010: resultado_D = {iA[3],iA[3:1]};	  
		4'b1011: resultado_D = iA << 1;				  
		4'b1100: resultado_D = iA >> 1;				  
		4'b1101: resultado_D = {iA[2:0],iA[3]};	  
		4'b1110: resultado_D = {iA[0],iA[3:1]};	  
	endcase
 end 
always @(posedge clk)
begin 
resultado_Q <= resultado_D;
flag_Q <= flag_D;
end
endmodule
```
`flow/run.sh`:
```
#!/bin/bash
# OpenROAD 26Q1-2900-gdf79404cd8, Yosys 0.63+post, stock flow scripts
make -C /OpenROAD-flow-scripts/flow DESIGN_CONFIG=/design/flow/config.mk WORK_HOME=/design/flow/orfs finish
```
`flow/config.mk`:
```
export PLATFORM = sky130hd
export DESIGN_NAME = ALU
export DESIGN_NICKNAME = ALU
export VERILOG_FILES = /design/flow/design.v
export SDC_FILE = /design/flow/constraint.sdc
export NUM_CORES = 4
export LEC_CHECK = 1
export CORE_AREA = 10 10 86 86
export DIE_AREA = 0 0 96 96
```
`flow/constraint.sdc`:
```
current_design ALU

set clk_period 1.0
set clk_io_pct 0.2

create_clock -name clk0 -period $clk_period [get_ports {clk}]

set non_clock_inputs [all_inputs -no_clocks]
set_input_delay [expr $clk_period * $clk_io_pct] -clock clk0 $non_clock_inputs
set_output_delay [expr $clk_period * $clk_io_pct] -clock clk0 [all_outputs]
```
==> impl_metrics.yaml <==
# yosys + openroad results
layout:
  layout_top_cell: "ha_1"
  final_layout_top_logic_cells: "15 x ha_1, 12 x inv_1, 12 x clkdlybuf4s50_1"
  final_layout_size_suffix_gt1_share_pct: 8.33
  layout.filler_cells: 617
  syn_to_final_growth_pct: 22.2
pwr:
  power.density_nw_per_um2: 832
  p_leak_uw: 0.000621
  worst_case_vdd_ir_drop_uv: 468
synthesis:
  yosys_area_um2: 1190
  asyncSetResetFlopFracSynth_pct: 0
  distinct_lib_cells_used: 51
  netlist_logic_family_top: "AND-OR/OR-AND gates"
  postSynthAreaPerCell_um2: 8.29
  synth-main-ff-cell: "dfxtp_1"
  aoi_share_pct: 24.2
  yosys.area_share.xor_xnor_pct: 5.91
  synth.yosys.num_cells: 143
  muxShareOfSynthArea_pct: 4.32
  enable_flop_cells: 0
  synth.cellmix.adderShare_pct: 17.5
  yosys_warnings: 1
  post_synth_and_or_nand_nor_area_fraction_pct: 17.1
  syn_area_um2: 1190
  netlist_instances: 143
  synth_flops: 13
worst_setup_path:
  timing.critical_path.required_ns: 0.80
  crit_arrival_ns: 0.75
  critPathSlowestCell: "dfxtp_2"
  cp-end-kind: "primary output"
  timing.critical_path.fanout_max: 2
  start_kind: "register"
  cp.buffers_inverters: 1
  crit_path_cell_trace: "dlygate4sd2_1"
  max_stage_delay_ns: 0.30
  path_class: "reg2out"
  critPathTopFamily: "flip-flops"
route:
  post_drt_wl_per_cell_um: 11.6
  drt-vias-per-instance: 4.58
  routed_wl_um: 2650
  drtIter0Drc: 97
  drt.antenna.violating_nets: 0
  vias: 1045
  post-route-drc-count: 0
  num_antenna_cells: 0
  detailed_routing_iteration_count_for_the_pre_antenna_repair_pass: 4
timing:
  grt_setup_unrepaired: "no"
  count_of_endpoints_without_a_timing_constraint: 13
  worstMarginPinSlew_ns: 0.849
  setup_viol: 0
  finalWorstSetupSlack_ns: 0.0470
  drv_slew: 0
  timing.slew.headroom_pct: 43.2
  post_route_setup_tns_ns: 0
  unclocked_pins: 5
  maxClockFrequency_mhz: 1050
  timing.final.crit_share_pct: 95.3
  fin_worst_hold_slack_ns: 0.903
  finalWorstPathRequiredPeriod_ns: 0.953
  count_of_final_hold_check_violations: 0
floorplan:
  rows: 27
  core_region_area_um2: 5540
  die_w_um: 96
  die_h_um: 96
  floorplanUtilization_pct: 21.4
  boundaryPins: 22
  die_area_um2: 9220
placed_design:
  detailedPlacementHpwl_um: 2030
  place_ws_ns: 0.0305
  routability_congestion: 0.825
  port_buffers: 21
cts:
  tritoncts: "built"
  postCtsHoldBufs: 0
  cts.repair.resized: 10
  clk_pin_slew_ns: 0.04
  clock_tree.buffer_depth: 2
  cts_inserted_buffers: 3
  htree_levels: 1
  postCtsSetupBuffers: 0
  clock_tree.root_cell: "clkbuf_8"
job:
  max_cap_violations: 0
  warnings: 30
grt:
  global_route_wire_length_before_repair_um: 4410
  grt_antenna_before_repair: 0
  grt_start_max_net_pins: 28
  via_count_of_the_first_global_routing_pass: 938
  grt.overflow.total: 0
  gr-usage-all-layers_pct: 5.84
outcome:
  outcome: "completed"
worst_hold_path:
  hp-class: "reg2out"
==> cell type report <==
class	count	area, um2	share of cell area [%]
Clock buffer	3	41.3	2.85
Inverter	13	48.8	3.37
Multi-Input combinational cell	104	818	56.5
Sequential cell	13	236	16.3
Tap cell	72	90.1	6.22
Timing Repair Buffer	23	214	14.8
==> Yosys cell counts (2+ instances only) <==
master / instances / share of area (%)
nand2_1: 8 / 2.5
a21oi_1: 9 / 3.8
nand3b_1: 2 / 1.3
nand2b_1: 3 / 1.6
dfxtp_1: 8 / 14
dlxtn_1: 5 / 6.3
inv_1: 12 / 3.8
mux2i_1: 4 / 3.4
ha_1: 15 / 16
o21ai_1: 3 / 1.3
nor2b_1: 2 / 1.1
buf_2: 4 / 1.7
nor2_1: 7 / 2.2
xnor2_1: 7 / 5.2
a22oi_1: 3 / 1.9
o21ai_0: 3 / 1.3
o31ai_1: 2 / 1.3
a31oi_1: 5 / 2.6
nand3_1: 4 / 1.7
buf_4: 5 / 3.2
clkbuf_1: 2 / 0.63
==> path summary, 6_finish.rpt <==
check	startpoint	endpoint	slack, ns	depth (start not counted)
max	flag_Q[1]	result[3]	0.05	1
min	flag_Q[4]	status[4]	0.90	1
==> through the flow <==
stage                     util [%]  instance area [um2]  power (uW)  std cells
after floorplan                  -                 1190         703        143
after global placement        25.6                 1420         841        225
after detailed placement      25.6                 1420         842        225
after CTS                     26.2                 1450        1210        228
after global routing          26.2                 1450        1300        228
final                         26.2                 1450        1210        228
==> per-layer routing <==
layer  routed length (um)  track usage (%)
met1                 1330             8.93
met4                   44            0.983
met5                    0                0
met3                  186            0.629
met2                 1090             8.74
==> power breakdown <==
part / leakage (uW) / internal [uW] / switching (uW) / total (uW)
Sequential: 0.000107 / 347 / 3.76 / 351
Combinational: 0.000492 / 224 / 257 / 481
Clock: 0.0000216 / 260 / 114 / 373
==> sequential cells by signal, summed over array words and instances (netlist names) <==
| signal | count |
|---|---|
| resultado_D | 5 |
| flag_Q | 5 |
| resultado_Q | 3 |
==> kinds of logic (layout without fill, tap and decap cells) <==
logic type,count (synthesis),in the layout
multiplexers,5,5
flip-flops,8,8
XOR/XNOR,8,8
AND/OR/NAND/NOR,35,35
buffers and inverters,26,39
AND-OR/OR-AND,40,40
adder cells (fa/ha/maj),16,16
latches,5,5
Power figures rest on the tool's default switching activity, not on a simulated workload.
