[flow/config.mk]
export PLATFORM = sky130hd
export DESIGN_NAME = DIV
export DESIGN_NICKNAME = DIV
export VERILOG_FILES = /design/flow/design.v
export SDC_FILE = /design/flow/constraint.sdc
export NUM_CORES = 4
export LEC_CHECK = 1
export CORE_AREA = 10 10 90 90
export DIE_AREA = 0 0 100 100
[flow/constraint.sdc]
current_design DIV

set clk_period 3.5
set clk_io_pct 0.2

create_clock -name clk0 -period $clk_period [get_ports {clk}]

set non_clock_inputs [all_inputs -no_clocks]
set_input_delay [expr $clk_period * $clk_io_pct] -clock clk0 $non_clock_inputs
set_output_delay [expr $clk_period * $clk_io_pct] -clock clk0 [all_outputs]
[flow/design.v]
module DIV(
input wire clk,
input wire clr,
output wire clk1);
reg [24:0]a;
always @(posedge clk or posedge clr)
begin 
	if(clr == 1)
		a <= 0;
	else 
		a <= a+1;
	end 
	assign clk1 = a[24];
endmodule 
[flow/run.sh]
#!/bin/bash
# OpenROAD 26Q1-2900-gdf79404cd8, Yosys 0.63+post, stock flow scripts
make -C /OpenROAD-flow-scripts/flow DESIGN_CONFIG=/design/flow/config.mk WORK_HOME=/design/flow/orfs finish
==> results_slide.txt <==
Synthesis and Place & Route Summary

Synthesis
  – Number of warning messages in the yosys log: 1
  – Number of synthesized register bits: 25
  – Number of cells in the yosys synthesis report: 89
  – Area figure in the yosys stat output: between 1000 and 1500 µm²
  – Syn Std Cell Area: approximately 1100 µm²
  – Part of the Yosys area used for sequential elements: between 50% and 60%
  – Fraction of synthesized cell area taken by the top area cell type: 57.8%
  – Largest cells by area after synthesis: dfrtp_1 (58%), xnor2_1 (12%), xor2_1 (6.5%)
  – Leading area contributor after synthesis: dfrtp_1
  – Post-Syn Instances: 89
  – Unique cell type count in the Yosys netlist: 16
  – Post-synthesis average cell area: 12.2 µm²

Global routing
  – Number of antenna violations at the first check in global routing: 0
  – Total grt overflow: 0
  – Gr usage total: 3.50%
  – Vias in the first global route: 670
  – Maximum number of pins on one net before global-route repair: 26
  – Global-route wire length before repair: ~3000 µm

Clocking
  – Clock tree buffer depth: 2
  – Post-CTS setup buffer count: 0
  – Resized Gates After CTS: 0
  – CTS tree: done
  – Clk sinks: 25
  – Worst-path clk slew: approximately 0.080 ns
  – Clock insertion delay at the later pin of the skew report: 0.26 ns
  – Root Buffer Master: clkbuf_8
  – Quantity of hold-fixing buffers added after cts: 0
  – Total CTS buffers: 3
  – H-tree depth: 1

Floorplan
  – Total core area: 6280 µm²
  – Number of placement rows: 29
  – Width of the die: 100 µm
  – FP Util: around 17%
  – Top-level I/O count: 3
  – Die height: 100 µm
  – Full die area: 10000 µm²

Route
  – DRC errors left: 0
  – Antenna fix cells: 0
  – Ratio of routed vias to standard cells: 3.70
  – Total via count in the routed design: 637
  – Post-detailed-routing wire length: 1610 µm
  – Average wire per cell in the routed design: 9.38 µm
  – Detailed Route Iter0 Violations: 34
  – Total iterations of the first detailed-routing run: 2
  – Antenna-violating nets left: 0

Final layout
  – Synthesis-to-finish area growth: 14.9%
  – Core Util, Final: 19.8%
  – Fraction of final layout cells sized beyond drive strength 1: 8.42%
  – Top library cells by usage in the layout, fill and taps aside: dfrtp_1 (25), xnor2_1 (15), nand2_1 (9)
  – Highest-count logic cell in the final layout: dfrtp_1
  – Largest register by flop count: a
  – Largest register FFs: 25
  – Registers with the most flip-flops: a (25)

Setup path
  – Cell chain of the critical path: clkdlybuf4s50_1
  – Slowest CP cell: clkdlybuf4s50_1
  – CP bufs+invs: 1
  – Maximum fanout along the worst path: 2
  – CP arrival: 1.09 ns
  – Required time reported for the critical path endpoint: 2.80 ns
  – Category of the critical setup timing path: reg2out
  – Dominant delay contributor by cell family on the critical path: buffers and inverters
  – Delay of the slowest critical-path stage: 0.47 ns
  – Crit end category: output pin
  – Startpoint type of the worst setup path: register

STA
  – Clock period minus final worst setup slack: 1.79 ns
  – Final setup viols: 0
  – Worst slew slack as a fraction of its limit: 79.4%
  – Total Negative Setup Slacks: 0 ns
  – Clock tree skew after final layout: roughly 0.0013 ns
  – Slew at the pin closest to its max-slew limit: 0.308 ns
  – Final count of pins violating max slew: 0
  – Post-layout period usage: 51.3%
  – Achievable frequency: 557 MHz
  – Hold violation total from the final report: 0
  – RSZ-0062 raised after global routing: no

Status
  – Outcome: finished, final reports clean

Run
  – OpenROAD warnings: 25
  – Number of violations of the max-capacitance limit: 0

Place
  – Routability Congestion: 0.730
  – Half-perimeter wire length after placement: 1100 µm
  – Input/output buffers: 2

Power
  – Max rail drop VDD: 0.110 mV
  – Reported leakage power: 0.000578 µW
  – Total power draw: 464 µW
  – Power per cell area: 373 nW/µm²

Min path
  – Path class of the lowest-slack min-delay path: reg2reg
-- per-layer routing --
| layer | track usage, % | part of all wire, % | vias up |
|---|---|---|---|
| li1 | - | - | 320 |
| met1 | 5.00 | 51 | 313 |
| met2 | 5.03 | 43 | 2 |
| met3 | 1.18 | 4.1 | 2 |
| met4 | 0.761 | 1.3 | 0 |
| met5 | 0 | 0 | - |
-- Yosys cell counts --
library cell,number
xnor2_1,15
and2_1,2
inv_1,2
nor3_1,3
and4_2,1
and4_4,2
nand3_1,6
nand2_1,9
buf_4,1
ha_1,1
and3_1,5
and4_1,4
xor2_1,8
dfrtp_1,25
nand4_2,1
nand4_1,4
-- final cells by class --
type / instances / area [µm²]
fillers: 665 / 5030
flip-flops and latches: 25 / 626
multi-input cells: 61 / 442
well taps: 77 / 96.3
clock buffers: 4 / 45.0
repair buffers: 3 / 27.5
inverters: 2 / 7.51
-- cell families after synthesis --
logic type               count (synthesis)  share of synthesized area, %
AND/OR/NAND/NOR                         37                          21.0
flip-flops                              25                          57.8
XOR/XNOR                                23                          18.6
buffers and inverters                    3                          1.39
adder cells (fa/ha/maj)                  1                          1.16
-- report_power, final --
group	switching [µW]	internal, µW	total [µW]
logic	5.48	1.79	7.27
registers	0	289	289
clock network	87.0	81.3	168
-- metrics by stage --
| step | instances | worst slack (ns) | hold WS, ns | area, µm² |
|---|---|---|---|---|
| 6_report | 172 | 1.71 | 0.454 | 1240 |
| 5_1_grt | 172 | 1.65 | 0.490 | 1240 |
| 4_1_cts | 172 | 1.68 | 0.453 | 1240 |
| 3_5_place_dp | 168 | 1.98 | 0.440 | 1200 |
| 3_3_place_gp | 168 | 1.99 | 0.426 | 1200 |
| 2_1_floorplan | 89 | 2.10 | 0.414 | 1080 |
-- worst paths after layout --
path	to	slack, ns	start	cells after the start
worst max-delay path	clk1	1.71	a[24]	1
worst min-delay path	a[0]	0.45	a[0]	1
worst max register to register	a[24]	1.97	a[0]	5
worst min register to register	a[0]	0.45	a[0]	1
max in group asynchronous	a[4]	2.48	clr	3
min in group asynchronous	a[3]	0.78	clr	3
Power figures rest on the tool's default switching activity, not on a simulated workload.
